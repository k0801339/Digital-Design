File: flow/run.sh
#!/bin/bash
# OpenROAD 26Q1-2900-gdf79404cd8, Yosys 0.63+post, stock flow scripts
make -C /OpenROAD-flow-scripts/flow DESIGN_CONFIG=/design/flow/config.mk WORK_HOME=/design/flow/orfs finish
File: flow/config.mk
export PLATFORM = sky130hd
export DESIGN_NAME = GCD
export DESIGN_NICKNAME = GCD
export VERILOG_FILES = /design/flow/design.v
export SDC_FILE = /design/flow/constraint.sdc
export NUM_CORES = 4
export LEC_CHECK = 1
export CORE_AREA = 10 10 107 107
export DIE_AREA = 0 0 117 117
File: flow/constraint.sdc
current_design GCD

set clk_period 5.5
set clk_io_pct 0.2

create_clock -name clk0 -period $clk_period [get_ports {CLK}]

set non_clock_inputs [all_inputs -no_clocks]
set_input_delay [expr $clk_period * $clk_io_pct] -clock clk0 $non_clock_inputs
set_output_delay [expr $clk_period * $clk_io_pct] -clock clk0 [all_outputs]
File: flow/design.v
module GCD (
  input wire CLK,
  input wire RST_N,
  input wire [7:0] A,
  input wire [7:0] B,
  input wire START,
  output reg [7:0] Y,
  output reg DONE,
  output reg ERROR
);
  reg found, swap;
  reg [7:0] reg_a, reg_b, data_a, data_b, next_a, next_b;
  reg [7:0] diff;
  reg error_next;
  reg [1:0] state, state_next;
  parameter [1:0] IDLE = 2'b00;
  parameter [1:0] CALC = 2'b01;
  parameter [1:0] FINISH = 2'b10;
  always @(posedge CLK or negedge RST_N) begin
	if(!RST_N) state <= IDLE;
	else state <= state_next;
  end
  always @(*) begin
	state_next = IDLE;
	error_next = 1'b0;
	DONE = 1'b0;
	case (state)
		IDLE: begin
		  if(!START) begin
			state_next = IDLE;
			error_next = 1'b0;
		  end else begin
			state_next = CALC;
			error_next = (A==0 || B==0);
		  end
		end
		CALC: begin
		  if(!found && !ERROR) begin
			state_next = CALC;
			error_next = ERROR;
		  end else if(found || ERROR) begin
			state_next = FINISH;
			error_next = ERROR;
		  end
		end
		FINISH: begin
		  state_next = IDLE;
		  error_next = 1'b0;
		  DONE = 1'b1;
		end
	endcase
  end
  always @(posedge CLK or negedge RST_N) begin
	if(!RST_N) ERROR <= 1'b0;
	else ERROR <= error_next;
  end
  always @(posedge CLK or negedge RST_N) begin
	if(!RST_N) Y <= 0;
	else Y <= data_a;
  end
  always @(posedge CLK or negedge RST_N) begin
	if(!RST_N) begin
	  reg_a = 0;
	  reg_b = 0;
	end else begin
	  reg_a = next_a;
	  reg_b = next_b;
	end
  end
  always @(*) begin
	if(START==1) begin
	  next_a = A;
	  next_b = B;
	end else begin
	  next_a = diff;
	  next_b = data_b;
	end
  end
  always @(*) begin
	swap = (reg_b>reg_a)? 1'b1 : 1'b0;
	if(swap==1) begin
	  data_a = reg_b;
	  data_b = reg_a;
	end else begin
	  data_a = reg_a;
	  data_b = reg_b;
	end
	diff = data_a - data_b;
	found = (reg_a==reg_b || A==B)? 1'b1 : 1'b0;
  end
endmodule
==> results.yml <==
# flow metrics
placed_design:
  port_buffers: 28
  dp_hpwl_um: 3470
  gp_congestion: 0.857
grt:
  grt_max_degree: 34
  grt.total_usage: 0.0669
  antenna_found_initial: 0
  grt_pass1_wl_um: 7380
  grt_pass1_vias: 1509
  grt_overflow: 0
detailed_routing:
  drtPass1Iterations: 4
  num_antenna_cells: 0
  drt_first_iter_violations: 106
  drc_errors: 0
  vias_per_cell: 4.49
  vias: 1540
  routed_wirelength_um: 4520
  wire_per_inst_um: 13.2
  postRouteAntennaNets: 0
logic_synthesis:
  flop_cell: "dfrtp_1"
  common_cells: "nand2_1 (32), dfrtp_1 (27), o21ai_0 (19)"
  ys_area_sq_um: 1780
  postSynth.asyncResetShare: 1.00
  yosysWarnings: 1
  yosys.area.top_type_share: 0.379
  post-synth-top-area-cell: "dfrtp_1"
  ys_top_cells_by_area: "dfrtp_1 (38%), nand2_1 (6.7%), ha_1 (6.3%)"
  synth-edff-count: 0
  most_common_cell: "nand2_1"
  syn_area_sq_um: 1780
  yosysCellCount: 205
  synth_seq_share: 0.394
  synth_flops: 28
  syn_avg_cell_area_sq_um: 8.69
  ys_types: 44
  synthCells: 205
cts:
  cts_buffers: 3
  path_clk_slew_ps: 100
  cts.hold.buffers_added: 0
  cts.sinks: 28
  h-tree-depth: 1
  clock_path_buffers: 2
  clk_latency_ps: 270
  cts_resized: 0
  cts_tree: "built"
  root_buffer: "clkbuf_8"
  cts_setup_buffers: 0
worst_setup_path:
  start_kind: "flop"
  worstPathArrival_ps: 3560
  crit_required_ps: 5660
  critPathMaxFanout: 22
  end_kind: "flop"
  critPathKind: "reg2reg"
floorplan:
  core_sq_um: 9200
  fp_util: 0.194
  io_pins: 29
  num_rows: 35
  die-area_sq_um: 13700
  die.size.y_um: 117
  die_w_um: 117
pwr:
  p_leak_nw: 0.938
  p_per_area_nw_per_um2: 677
  ir_drop_mv: 0.214
sta:
  finalCritPeriodShare: 0.618
  setup_viol: 0
  worst_slew_pin_slew_ps: 767
  finalCriticalPeriod_ps: 3400
  rsz0062_at_grt: "no"
  slew-limit-headroom: 0.488
  hold_viol_final: 0
  max_freq_mhz: 294
  maxSlewViolCount: 0
  final.setup.tns_ps: 0
  skew_ps: 8.80
layout:
  nFillCells: 977
  area_delta_synth_final_pct: 24.5
  drive_above_1_share: 0.0733
  utilization: 0.241
job:
  maxCapViolations: 0
  warning_count: 25
min_path:
  hp-class: "reg2reg"
status:
  outcome: "completed"
cell type report:
class / instances / area [sq um] / area share
tap: 111 / 139 / 0.0626
timing repair buffer: 31 / 303 / 0.137
inverter: 13 / 48.8 / 0.0220
multi-input combinational: 156 / 980 / 0.442
sequential: 28 / 702 / 0.317
clock buffer: 4 / 45.0 / 0.0203
layout by cell type (no fill, tap or decap), types with 3 or more instances in the layout:
cell type / Yosys / routed
ha_1: 9 / 9
clkbuf_8: 0 / 3
dfrtp_1: 27 / 27
nor2b_1: 5 / 5
buf_4: 1 / 3
nand3_1: 5 / 5
a21oi_1: 14 / 14
inv_1: 13 / 13
o21ai_0: 19 / 19
o21ai_1: 6 / 6
xnor2_1: 3 / 3
nor2_1: 14 / 14
nor4_1: 10 / 10
clkdlybuf4s50_1: 0 / 28
nand2_1: 32 / 32
xor2_1: 10 / 10
worst max-delay path, stage by stage, from the launching register on:
cell	delay, ps
dfrtp_1	360
inv_1	70
ha_1	400
nand2_2	120
o21bai_1	190
a211oi_2	650
or2_4	390
a21oi_1	100
ha_1	190
a311oi_2	270
o2bb2ai_1	150
o21ai_1	180
xnor2_1	130
o21ai_1	70
final timing paths:
| kind | from | to | slack, ps | cells past startpoint |
|---|---|---|---|---|
| max in group asynchronous | RST_N | state[0] | 3960 | 2 |
| min in group asynchronous | RST_N | Y[4] | 1210 | 2 |
| setup reg to reg | reg_a[3] | reg_a[6] | 2100 | 13 |
| setup / recovery | reg_a[3] | reg_a[6] | 2100 | 13 |
| hold reg to reg | state[1] | state[0] | 480 | 1 |
| hold / removal | state[1] | state[0] | 480 | 1 |
power breakdown:
part           internal, W  leakage [nW]  total (W)  switching, W
Clock            0.0000519        0.0228   0.000115     0.0000631
Combinational     0.000435         0.573    0.00103      0.000596
Sequential        0.000300         0.342   0.000355     0.0000554
Total             0.000787         0.938    0.00150      0.000715
sequential cells by signal, indices dropped and copies added (netlist names), named ones only:
register and cells:
ERROR 1, Y 8, reg_a 8, reg_b 7
state 3
stage by stage:
stage | instances | power (W) | hold slack [ps] | setup slack, ps | cell area (sq um)
finish | 343 | 0.00150 | 477 | 2100 | 2220
global placement | 339 | 0.00138 | 465 | 2200 | 2170
CTS | 343 | 0.00151 | 486 | 2110 | 2220
floorplan | 205 | 0.00114 | 405 | 2660 | 1780
detailed placement | 339 | 0.00138 | 457 | 2150 | 2170
global route | 343 | 0.00165 | 504 | 1850 | 2220
kinds of logic after synthesis:
| kind of cell | share of synthesized area |
|---|---|
| adders and majority gates | 0.0632 |
| muxes | 0.0119 |
| AOI/OAI and AO/OA | 0.212 |
| buffers and inverters | 0.0555 |
| and+or+nand+nor | 0.199 |
| xor gates and xnor gates | 0.0639 |
| DFF | 0.394 |
routing by layer:
layer  up-vias  wire length, um  track usage
met5         -                0            0
met4         0               40      0.00412
met3         6              288       0.0181
met2        53             1800       0.0982
met1       705             2390        0.101
li1        776                -            -
Power figures rest on the tool's default switching activity, not on a simulated workload.
