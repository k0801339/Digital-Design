==> design.v <==
module f_adder(in1, in2, cin, sum, cout);
	input in1;
	input in2;
	input cin;
	output sum;
	output cout;
	reg sum;
	reg cout;
	always @* begin
		{cout,sum} = in1 + in2 + cin;
	end
endmodule
`timescale 1ns/10ps
module hw4_2(x, y, cin, sum, cout);
	input	[3:0]	x;
	input	[3:0]	y;
	input			cin;
	output	[3:0] 	sum;
	output 			cout;
	wire	c1;
	wire	c2;
	wire	c3;
	f_adder adder0(x[0],y[0],cin,sum[0],c1);
	f_adder adder1(x[1],y[1],c1,sum[1],c2);
	f_adder adder2(x[2],y[2],c2,sum[2],c3);
	f_adder adder3(x[3],y[3],c3,sum[3],cout);
endmodule
==> run.sh <==
#!/bin/bash
# OpenROAD 26Q1-2900-gdf79404cd8, Yosys 0.63+post, stock flow scripts
make -C /OpenROAD-flow-scripts/flow DESIGN_CONFIG=/design/flow/config.mk WORK_HOME=/design/flow/orfs finish
==> config.mk <==
export PLATFORM = sky130hd
export DESIGN_NAME = hw4_2
export DESIGN_NICKNAME = hw4_2
export VERILOG_FILES = /design/flow/design.v
export SDC_FILE = /design/flow/constraint.sdc
export NUM_CORES = 4
export LEC_CHECK = 1
export CORE_AREA = 10 10 70 70
export DIE_AREA = 0 0 80 80
==> constraint.sdc <==
current_design hw4_2

set clk_period 3.0
set clk_io_pct 0.2

create_clock -name clk0 -period $clk_period

set non_clock_inputs [all_inputs -no_clocks]
set_input_delay [expr $clk_period * $clk_io_pct] -clock clk0 $non_clock_inputs
set_output_delay [expr $clk_period * $clk_io_pct] -clock clk0 [all_outputs]
==> run notes <==
run results: total area of sequential cells=0 sq um, post-detailed-routing wire length=408 um, switching part of the total=0.339, run status=finished, final reports clean, count of distinct cell types in the synthesized netlist=3, # clk buffers=0, detailed-routing iteration count for the pre-antenna-repair pass=1, count of max-cap constraint violations=0, hold slack final=1.93 ns, number of setup violations in the final report=0, wire length of the first global-routing pass=683 um, source of the worst hold timing path=x[3], unrepaired setup endpoints after global routing=false, Period minus WS final=2.87 ns, Seq pwr share=0, sequential cell count=0, count of pins over their slew limit=0, count of vias placed by the detailed router=122, nature of the critical path endpoint=output port, Internal Pwr Total=27.0 uW, count of port buffers added during placement=14, required time of the worst setup path=2.40 ns, worst slew margin relative to its limit=0.932, number of global-route vias before repair=151, portion of the clock cycle consumed by the worst path in the final layout=0.956, residual DRC count=0, leak pwr=0.000143 uW, maximum VDD drop=29.8 uV, logic gate share of total power=1.000, final RePlAce weighted congestion=0.787, ANT cells=0, die x size=80 um, Max Clk Rate=349 MHz, syn_area_per_cell=8.20 sq um, vias per cell=1.65, switching power of the nets=13.9 uW, worst hold stages=5, Vert. Die Dim=80 um, Hold Path Class=primary input to output port, tally of yosys warning messages=1, final hold violation count=0, Crit Path Category=primary input to output port, core utilization of the finished layout=0.0883, overflow left after global routing=0, full die area=6400 sq um, pin count of the biggest net entering global routing=2, post-synth area from yosys stat=148 sq um, count of warning messages emitted by the tools=32, synthesized instance count=18, global routing usage summed across all routing layers=0.0135, worst slew pin tran=0.102 ns, post-synthesis cell count from yosys=18, post-CTS setup buffers=0, initial standard-cell utilization of the core=0.0432, power density over the cells=136 nW/um^2, cell area after technology mapping=148 sq um, Layout Area Growth over Synthesis=104%, floorplan row count=21, clock share of power=0, end point of the most critical hold path=sum[3], count of placed standard cells including taps=74, fillers=407, worst-path maximum fanout=1, CP arrival=2.27 ns, initial antenna violation count=0, share of the yosys chip area belonging to registers=0, violation count after the first detailed-routing iteration=0, non-filler instance count after layout=74, final standard cell area without fillers=302 sq um, detail-routed net length per standard cell=5.51 um, io pins=14, placeable core area=3420 sq um, final HPWL from detailed placement=394 um, placed instance area=315 sq um, remaining number of nets flagged by the antenna check after routing=0, Worst setup SP type=primary input, ratio of cells with drive above 1 in the final layout=0.429
how the worst max path moves through the flow:
stage / startpoint / to / slack (ns) / depth (start not counted)
global route: x[0] / sum[3] / 0.01 / 10
finish: x[0] / sum[3] / 0.13 / 10
CTS: x[1] / sum[3] / 0.02 / 7
placed cells by master, fill, tap and decap left out:
| cell type | n |
|---|---|
| dlymetal6s2s_1 | 1 |
| fa_2 | 3 |
| inv_2 | 5 |
| buf_2 | 4 |
| dlygate4sd2_1 | 3 |
| clkdlybuf4s50_1 | 6 |
| fa_1 | 1 |
| inv_1 | 5 |
cell families (layout without fill, tap and decap cells):
kind of cell,count (synthesis),in the layout,share of synthesized area
adder cells (fa/ha/maj),4,4,0.542
buffers and inverters,14,24,0.458
cells in the mapped netlist, drive strengths merged:
cell / n / area, sq um
buf: 4 / 30.0
fa: 4 / 80.1
inv: 10 / 37.5
power groups by stage:
stage | clock, uW | sequential, uW | combinational [uW]
finish | 0 | 0 | 40.9
CTS | 0 | 0 | 43.2
global route | 0 | 0 | 49.2
per-layer routing:
metal,vias up,global-route usage,wire (um),share of wire
met2,14,0.0120,72,0.18
met3,0,0.0114,106,0.26
li1,60,-,-,-
met4,0,0,0,0
met5,-,0,0,0
met1,48,0.0221,229,0.56
worst max-delay path: stages:
cell   delay, ns
buf_2       0.10
inv_2       0.05
fa_2        0.19
inv_2       0.04
fa_2        0.34
fa_2        0.34
inv_2       0.06
fa_1        0.40
inv_1       0.06
buf_2       0.08
layout make-up:
cell class | instances | area [sq um] | area share
inverters | 10 | 37.5 | 0.124
repair buffers | 14 | 119 | 0.394
well taps | 46 | 57.6 | 0.191
multi-input cells | 4 | 87.6 | 0.290
metrics by stage:
step                      power [uW]  TNS (ns)  worst slack (ns)
after global routing            49.2         0           0.00983
final                           40.9         0             0.131
after CTS                       43.2         0            0.0154
after global placement          48.3     -1.44            -0.658
after detailed placement        48.3     -1.47            -0.669
after floorplan                 22.9         0             0.223
repair_timing:
action	4_1_cts	5_1_grt
hold endpoints to repair	0	0
gates cloned	0	0
hold buffers	0	0
pin swaps	4	2
resized	23	1
setup endpoints to repair	3	1
Power and IR drop assume default switching activity.
