File: flow/run.sh
#!/bin/bash
# OpenROAD 26Q1-2900-gdf79404cd8, Yosys 0.63+post, stock flow scripts
make -C /OpenROAD-flow-scripts/flow DESIGN_CONFIG=/design/flow/config.mk WORK_HOME=/design/flow/orfs finish
File: flow/config.mk
export PLATFORM = sky130hd
export DESIGN_NAME = hw5_1
export DESIGN_NICKNAME = hw5_1
export VERILOG_FILES = /design/flow/design.v
export SDC_FILE = /design/flow/constraint.sdc
export NUM_CORES = 4
export LEC_CHECK = 1
export CORE_AREA = 10 10 70 70
export DIE_AREA = 0 0 80 80
File: flow/constraint.sdc
current_design hw5_1

set clk_period 1.1
set clk_io_pct 0.2

create_clock -name clk0 -period $clk_period

set non_clock_inputs [all_inputs -no_clocks]
set_input_delay [expr $clk_period * $clk_io_pct] -clock clk0 $non_clock_inputs
set_output_delay [expr $clk_period * $clk_io_pct] -clock clk0 [all_outputs]
File: flow/design.v
`timescale 1ns/10ps
module decoder(in, out);
	input	[2:0]	in;
	output	[7:0]	out;
	wire [7:0] out = 1 << in;	
endmodule
`timescale 1ns/10ps
module hw5_1(in, out);
	input	[5:0]	in;
	output	[63:0]	out;
	wire	[7:0]	x, y;
	reg	[63:0]	out;
	integer	i, j;
	decoder d0(in[2:0], x);
	decoder d1(in[5:3], y);
	always @* begin
		for(i=0;i<8;i=i+1) begin
			for(j=0;j<8;j=j+1) begin
				out[i*8+j] = y[i] & x[j];
			end
		end
	end
endmodule
==> results.txt <==
Update from the flow run.

The die outline height is 80 um. According to the dpl log, the detail-placed design has an HPWL of between 2000 and 3000 um. The number of cell rows is 21. For this design the static power due to leakage is 0.883 nW. The run finished, with violations left.

Yosys reports the multiplexer fraction of the synthesized area as 0. The total placed instance area is 0.00130 sq mm. The detailed router reported a total wirelength of approximately 3800 um. Setup repair after global routing could not meet its margin everywhere. The stat command in Yosys gives a chip area of 465 sq um. The average footprint of a synthesized cell is slightly below 5 sq um. The top cell type's share of synthesized area is 0.516. The number of global-route vias before repair is 1,068.

For this design the ratio of total power to cell area is between 200 and 250 mW/mm^2. Per the synthesis report, the XOR/XNOR share of the synthesized area is 0. The finished cells cover 0.00180 sq mm. In this run the worst hold path is classified as input port to output pin. At the worst endpoint, the arrival time is 1.23 ns.

The delay of the slowest critical-path stage is 0.56 ns. The met3 track demand over resource in global routing is 0.0205. The detailed-routing iteration count for the pre-antenna-repair pass is 4. The largest fanout on the critical path is 7.

The number of cells in Yosys stat is between 90 and 100. Walking the worst path, the cells encountered are buf_12 > or4b_4 > buf_6 > nor2_1 > buf_2. The core region area is 0.00342 sq mm.

The met1 routing resource usage after global routing is 0.141. The synthesized netlist occupies a cell area of 465 sq um. Entering global routing, the biggest net connects 11 pins. Synthesis handed over a netlist of between 90 and 100 instances. The worst relative slew slack is 0.860. The portion of the clock cycle consumed by the worst path in the final layout is 1.32.

The area overhead of the layout relative to synthesis is 287%. The number of fill cells is 297. The number of maximum-capacitance violations recorded for the run is 0. The count of different cell masters after synthesis is 11.

The layout report lists the combined flip-flop and latch area as 0 sq um. The placement summary gives the final routability congestion estimate as roughly 0.73. In the post-synthesis netlist, the biggest area contributors are nor2_1 (52%), nand4bb_1 (15%), or4b_1 (8.6%), clkbuf_1 (8.1%), nand4b_1 (7.5%).

Per the synthesis report, the adder-cell share of the synthesized area is 0. TritonRoute reported its final design rule violation total as 0. Hold-check failures listed in the final report amount to 0. The startpoint kind of the worst setup timing path is an input port.

The maximum vdd ir drop is between 100 and 150 uV. The worst path required time is 0.88 ns. The most used routing layer in global routing is met2. The first global-routing pass estimated 5780 um of wire. The critical path is of the input port to output pin type. The compound-gate portion of the synthesized area is 0. The initial antenna violation count was 0. The number of failing setup endpoints in the final timing report is slightly above 60. The count of final max-slew check failures is 0. The number of top-level pins is 70. Per Yosys stat, the portion of area used by sequential elements is 0.

The slowest cell on the critical path is or4b_4. TritonRoute output was used to compute an average wire per cell of 14.8 um. For this run, the number of Yosys warnings is 1. The aggregate global-route resource usage is 0.108.

The final antenna diode tally reported by the flow is 0. The clock period minus final worst setup slack is 1.45 ns. The number of sequential cells in the layout is 0. The type of element capturing the critical path is an output pin. Summing over the stages, the warning tally comes to 35. Using the TritonRoute via totals, the vias-per-cell ratio works out to 4.30. The checks that failed: setup timing. The die covers 0.00640 sq mm.

Of the total synthesized cell area, the portion taken by AND, OR, NAND and NOR gates is 0.909. Summed over all instances, the cell type with the most area after synthesis is nor2_1. The remaining number of nets flagged by the antenna check after routing is 0. Global routing finished with a remaining overflow of 0. As logged by OpenROAD, the buffers inserted on ports number ~70.

The overall via count from detail_route is ~1,100. For met2 alone, demand over resource in global routing was 0.190. The floorplan step set the die width to 80 um. At the placement stage, the worst setup path has a slack of -1.10 ns. The slew at the pin closest to its max-slew limit is about 0.21 ns. The number of DRC markers in iteration 0 is 46. The count of hold buffers inserted by post-cts repair is 0.

The highest clock rate is 691 MHz. The total of clock buffers placed in the layout is 0. For this configuration, the core starts out at a cell density of 0.136. The largest non-sequential cell family by area is simple AND/OR/NAND/NOR gates.

The smallest setup slack after layout is -0.348 ns. The share of final-layout standard cells stronger than drive strength 1 is 0.864.
[synth_stat cells]
| master | count |
|---|---|
| buf_2 | 1 |
| clkbuf_1 | 10 |
| nand2_1 | 1 |
| nand2b_1 | 2 |
| nand4_1 | 1 |
| nand4b_1 | 4 |
| nand4bb_1 | 6 |
| nor2_1 | 64 |
| or2_2 | 1 |
| or4_4 | 1 |
| or4b_1 | 4 |
[through the flow]
| stage | utilization | std cells | total power, mW | hold slack, ns | TNS [ns] |
|---|---|---|---|---|---|
| global placement | 0.380 | 215 | 0.215 | 1.57 | -59.75 |
| floorplan | - | 95 | 0.0916 | 0.569 | -0.0944 |
| CTS | 0.485 | 259 | 0.406 | 0.798 | -11.70 |
| global route | 0.528 | 260 | 0.477 | 0.807 | -13.55 |
| finish | 0.528 | 260 | 0.448 | 0.791 | -10.88 |
| detailed placement | 0.380 | 215 | 0.218 | 1.56 | -61.44 |
[kinds of logic (layout without fill, tap and decap cells)]
family | after synthesis | count (layout)
and+or+nand+nor | 84 | 85
buffers and inverters | 11 | 129
[placed cells by master (no fill, tap or decap)]
cell type,n
buf_4,23
buf_2,61
nand4_1,1
nor2_4,16
nor2_1,23
nor2_2,25
clkbuf_2,2
nand2_2,1
buf_12,2
or4b_4,4
nand4b_1,4
nand2b_4,2
nand4bb_4,6
buf_6,37
or4_4,1
buf_8,3
dlygate4sd2_1,1
or2_4,2
[what timing repair did]
item | CTS | global route
gates resized | 297 | 49
cloned | 1 | 0
setup endpoints to repair | 64 | 64
buffers inserted | 45 | 6
pin swaps | 78 | 58
[critical path: cells and delay by family]
family | cells | cell delay (ns)
buffers and inverters | 3 | 0.36
and+or+nand+nor | 2 | 0.64
[area by class of cell]
type | count | area (sq um) | share of cell area
Multi-Input combinational cell | 85 | 747 | 0.414
Tap cell | 46 | 57.6 | 0.0319
Timing Repair Buffer | 129 | 998 | 0.554
[routing by layer]
| metal | vias to the layer above | wire length [um] |
|---|---|---|
| li1 | 552 | - |
| met1 | 535 | 1620 |
| met2 | 32 | 1960 |
| met3 | 0 | 257 |
| met4 | 0 | 0 |
| met5 | - | 0 |
[worst paths after layout]
check   from     end  slack [ns]  depth (start not counted)
max    in[1]  out[9]       -0.35                          5
min    in[1]  out[5]        0.79                          4
[power breakdown]
group | internal (mW) | switching, mW
sequential | 0 | 0
clock | 0 | 0
combinational | 0.256 | 0.192
No activity file was given, so power comes from the tool's default toggle rates.
